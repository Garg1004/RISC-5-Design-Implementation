--- design.v ---
`timescale 1ns / 1ps
module led_gpio(
    input [31:0] addr,
    input rst, clk,
    input [31:0] data_in,
    input rd_strobe,
    input [3:0] wr_strobe,
    output reg [31:0] data_out,
    output [7:0] leds
);
reg [31:0] led_data_reg;
always @(posedge clk)
begin
if(rst)
   led_data_reg<=0;
   else if(rd_strobe)
   data_out<=led_data_reg;
   else if(wr_strobe)
   led_data_reg<=data_in;
   end
   assign leds=led_data_reg[7:0];
endmodule
--- run.sh ---
#!/bin/bash
# OpenROAD 26Q1-2900-gdf79404cd8, Yosys 0.63+post, stock flow scripts
make -C /OpenROAD-flow-scripts/flow DESIGN_CONFIG=/design/flow/config.mk WORK_HOME=/design/flow/orfs finish
--- config.mk ---
export PLATFORM = sky130hd
export DESIGN_NAME = led_gpio
export DESIGN_NICKNAME = led_gpio
export VERILOG_FILES = /design/flow/design.v
export SDC_FILE = /design/flow/constraint.sdc
export NUM_CORES = 4
export LEC_CHECK = 1
export CORE_UTILIZATION = 40
--- constraint.sdc ---
current_design led_gpio

set clk_period 3.7
set clk_io_pct 0.2

create_clock -name clk0 -period $clk_period [get_ports {clk}]

set non_clock_inputs [all_inputs -no_clocks]
set_input_delay [expr $clk_period * $clk_io_pct] -clock clk0 $non_clock_inputs
set_output_delay [expr $clk_period * $clk_io_pct] -clock clk0 [all_outputs]
==> flow_summary_export.csv <==
group,metric,value,unit
sta,final_min_period_over_clock_period,0.594,
clock_tree,numCtsBuffers,9,
clock_tree,worst_skew_pair.late_latency,330,ps
global_route,gr-usage-all-layers,0.153,
sta,final_critical_path_setup_slack,1500,ps
synth,synthArstFlopShare,0,
floorplanning,chipHeight,80.5,um
power_and_ir_drop,p_int,1.20,mW
global_route,pin_count_of_the_biggest_net_entering_global_routing,65,
worst_setup_path,cp_data_arrival_time,2450,ps
sta,timing.final.crit_period,2200,ps
power_and_ir_drop,power.share.switching,0.211,
run,log.warning_count,57,
routing,remaining_drc_errors,0,
synth,post_synth.cell_area_avg,13.6,um2
power_and_ir_drop,power-per-cell-area,442,mW/mm2
floorplanning,rows,28,
synth,synthXorXnorAreaFrac,0,
clock_tree,cts_sinks,64,
clock_tree,resized_gates_after_cts,0,
synth,count_of_instantiated_cells_in_the_yosys_netlist,181,
worst_setup_path,timing_worst_setup_path_type,"in -> reg",
synth,yosys.stat.seqShare,0.649,
power_and_ir_drop,switchingPower,321,uW
floorplanning,die_x,80.5,um
power_and_ir_drop,finalPower,1.52,mW
final_layout,share_of_cells_above_drive_strength_1,0.0808,
routing,drtIter0Drc,70,
clock_tree,tritoncts,"built",
worst_hold_path,worst_hold_path_type,"reg -> reg",
place,place_hpwl,2.79,mm
sta,grt_setup_unrepaired,"false",
routing,vias,1494,
place,numPlacedInstances,319,
global_route,first_global_vias,1487,
clock_tree,ctsRootBufferMaster,"sky130_fd_sc_hd__clkbuf_8",
place,buffers_added_on_ports,78,
final_layout,layout-area-overhead-vs-synth,39.6,%
clock_tree,clkSlewWorstSetupHoldPaths,70,ps
sta,hold_viol_final,0,
synth,largest_non_sequential_cell_family_by_area,"simple AND/OR/NAND/NOR gates",
power_and_ir_drop,share_clk_of_total_power,0.371,
synth,syn_inst,181,
sta,fin_tns_setup,0,ps
worst_setup_path,worst_setup_path_start_kind,"primary input",
worst_setup_path,worstPathMaxFanout,17,
worst_setup_path,critPathRequiredTime,3960,ps
clock_tree,post_cts_setup_repair_bufs,0,
sta,worst_slew_margin_relative_to_its_limit,0.568,
power_and_ir_drop,power.sequential.fraction,0.528,
place,gpl.final_weighted_congestion,0.732,
synth,yosys.area_share.simple,0.172,
synth,synth_warnings,1,
global_route,grt_remaining_overflow,0,
global_route,antenna_found_initial,0,
status,result_of_the_run,"finished, final reports clean",
power_and_ir_drop,power_frac_comb,0.101,
sta,hold-worst-slack,429,ps
sta,maxSlewViolCount,0,
final_layout,design_area,0.00344,mm2
routing,drt-total-wl,4.39,mm
sta,fin_worst_skew,6.42,ps
synth,synth_largest_type_area_fraction,0.389,
clock_tree,cts_hold_repair.buffers,0,
global_route,wire_length_of_the_first_global_routing_pass,7.12,mm
routing,route.antenna.diode_count,0,
synth,synth.area.top_cells,"sky130_fd_sc_hd__edfxtp_1, sky130_fd_sc_hd__dfxtp_1, sky130_fd_sc_hd__nand2b_1, sky130_fd_sc_hd__mux2i_1, sky130_fd_sc_hd__buf_4",
floorplanning,fp-utilization,0.417,
worst_setup_path,worst_setup_path_end_kind,"flop",
power_and_ir_drop,p_leak,1.29,nW
synth,netlist.top_cell.by_instances,"sky130_fd_sc_hd__nand2b_1",
power_and_ir_drop,irDropWorstVdd,235,uV
synth,ff_type,"sky130_fd_sc_hd__edfxtp_1",
sta,maximum_operating_frequency,455,MHz
routing,avgViaCountPerCell,4.46,
sta,report.final.setup_viol,0,
synth,synth-adder-area-share,0,
run,max_cap_violations,0,
final_layout,final_core_utilization,0.582,
synth,yosysChipArea,0.00247,mm2
synth,enable_flop_cells,32,
routing,detailed_router_iteration_count_before_antenna_repair,4,
synth,synth_cell_type_count,10,
clock_tree,cts_htree_levels,3,
sta,tightest_slew,646,ps
synth,synthesis.area,0.00247,mm2
final_layout,final_std_cells_w_o_fill,335,
routing,ant_nets,0,
synth,common_cells,"sky130_fd_sc_hd__nand2b_1, sky130_fd_sc_hd__dfxtp_1, sky130_fd_sc_hd__edfxtp_1, sky130_fd_sc_hd__mux2i_1, sky130_fd_sc_hd__buf_4",
place,detailedPlace.worstSlack,1140,ps
clock_tree,cts-root-to-sink-buffers,2,
place,detailed_place.area,0.00326,mm2
floorplanning,pin_count,111,
floorplanning,floorplan.core_area,0.00592,mm2
synth,post_synth_mux_area_share,0.130,
synth,ys.flops,64,
routing,detail_route.wl_per_cell,13.1,um
synth,synth_area_leader_cell,"sky130_fd_sc_hd__edfxtp_1",
synth,ys_sh_aoi,0,
floorplanning,chipArea,0.00649,mm2
-- path summary, 6_finish.rpt --
| check | to | slack [ps] | cells after the start | startpoint |
|---|---|---|---|---|
| worst max-delay path | led_data_reg[1] | 1500 | 5 | wr_strobe[2] |
| worst min-delay path | data_out[21] | 430 | 0 | led_data_reg[21] |
| worst max register to register | led_data_reg[1] | 3090 | 2 | led_data_reg[1] |
| worst min register to register | data_out[21] | 430 | 0 | led_data_reg[21] |
-- power groups by stage --
| stage | sequential, mW | combinational, mW | clock, mW |
|---|---|---|---|
| 6_report | 0.803 | 0.153 | 0.565 |
| 5_1_grt | 0.808 | 0.169 | 0.612 |
| 4_1_cts | 0.804 | 0.156 | 0.582 |
-- cells in the final DEF, fill, tap and decap left out --
| cell type | Yosys | final |
|---|---|---|
| sky130_fd_sc_hd__buf_4 | 8 | 3 |
| sky130_fd_sc_hd__bufinv_16 | 0 | 1 |
| sky130_fd_sc_hd__clkbuf_1 | 7 | 1 |
| sky130_fd_sc_hd__clkbuf_8 | 0 | 9 |
| sky130_fd_sc_hd__clkdlybuf4s50_1 | 0 | 78 |
| sky130_fd_sc_hd__clkinv_2 | 0 | 3 |
| sky130_fd_sc_hd__clkinvlp_4 | 0 | 2 |
| sky130_fd_sc_hd__dfxtp_1 | 32 | 32 |
| sky130_fd_sc_hd__edfxtp_1 | 32 | 32 |
| sky130_fd_sc_hd__mux2i_1 | 32 | 32 |
| sky130_fd_sc_hd__nand2b_1 | 64 | 64 |
| sky130_fd_sc_hd__nor2_4 | 0 | 1 |
| sky130_fd_sc_hd__nor2b_4 | 0 | 1 |
| sky130_fd_sc_hd__nor4_2 | 1 | 1 |
-- area by class of cell --
class | instances | area (um2)
Multi-Input combinational cell | 99 | 758
Timing Repair Buffer | 81 | 803
Sequential cell | 64 | 1600
Clock buffer | 10 | 128
Tap cell | 75 | 93.8
Clock inverter | 6 | 60.1
Fill cell | 503 | 2480
-- metal layers --
| metal | GRT usage | part of all wire | vias up |
|---|---|---|---|
| met3 | 0.0577 | 0.086 | 10 |
| met4 | 0.0321 | 0.028 | 0 |
| li1 | - | - | 749 |
| met1 | 0.242 | 0.46 | 687 |
| met5 | 0 | 0 | - |
| met2 | 0.212 | 0.43 | 48 |
-- cell families after synthesis --
family / count (synthesis)
buffers and inverters: 18
multiplexers: 32
AND/OR/NAND/NOR: 67
flip-flops: 64
-- worst max-delay path, stage by stage --
cell and delay (ps):
sky130_fd_sc_hd__clkdlybuf4s50_1 480, sky130_fd_sc_hd__nor4_2 60, sky130_fd_sc_hd__nor2_4 500, sky130_fd_sc_hd__buf_4 430, sky130_fd_sc_hd__mux2i_1 230
Power is estimated from default activity; no workload was simulated.
